### flow/run.sh
#!/bin/bash
# OpenROAD 26Q1-2900-gdf79404cd8, Yosys 0.63+post, stock flow scripts
make -C /OpenROAD-flow-scripts/flow DESIGN_CONFIG=/design/flow/config.mk WORK_HOME=/design/flow/orfs finish
### flow/config.mk
export PLATFORM = sky130hd
export DESIGN_NAME = PNPC_BUFF
export DESIGN_NICKNAME = PNPC_BUFF
export VERILOG_FILES = /design/flow/design.v
export SDC_FILE = /design/flow/constraint.sdc
export NUM_CORES = 4
export LEC_CHECK = 1
export CORE_UTILIZATION = 50
### flow/constraint.sdc
current_design PNPC_BUFF

set clk_period 13.3
set clk_io_pct 0.2

create_clock -name clk0 -period $clk_period [get_ports {clk}]

set non_clock_inputs [all_inputs -no_clocks]
set_input_delay [expr $clk_period * $clk_io_pct] -clock clk0 $non_clock_inputs
set_output_delay [expr $clk_period * $clk_io_pct] -clock clk0 [all_outputs]
### flow/design.v
module DUE_BUFFER
#(parameter DATA_WIDTH = 32)
(
input  logic        clk,
input  logic        rst,
input  logic        WrEn,
input  logic        RdEn,
input  logic        HEADER_DATA,   
input  logic        HEADER_DATA_OUT,
input  logic [DATA_WIDTH-1:0] IN_TLP_DW,
output logic        OUT_EMPTY,
output logic [DATA_WIDTH-1:0] OUT_TLP_DW,
output logic [DATA_WIDTH-1:0] OUT_TLP_DW_COMB
);
reg HWrEn, HRdEn;
reg DWrEn, DRdEn;
reg [DATA_WIDTH-1:0] HDataIn;
reg [DATA_WIDTH-1:0] DDataIn;
reg HFull, HEmpty;
reg DFull, DEmpty;
reg [DATA_WIDTH-1:0]    HEADER_OUT_TLP_DW;
reg [DATA_WIDTH-1:0]    DATA_OUT_TLP_DW;
reg [DATA_WIDTH-1:0]    HEADER_OUT_TLP_DW_COMB;
reg [DATA_WIDTH-1:0]    DATA_OUT_TLP_DW_COMB;
logic                   HEADER_DATA_OUT_REG;
FIFO #(.DATA_WIDTH(DATA_WIDTH)) Header (.clk(clk), .rst(rst), .WrEn(HWrEn), .RdEn(HRdEn), .DataIn(IN_TLP_DW), .DataOut(HEADER_OUT_TLP_DW), .comb_DataOut(HEADER_OUT_TLP_DW_COMB), .Full(HFull), .Empty(HEmpty));
FIFO #(.DATA_WIDTH(DATA_WIDTH)) Data   (.clk(clk), .rst(rst), .WrEn(DWrEn), .RdEn(DRdEn), .DataIn(IN_TLP_DW), .DataOut(DATA_OUT_TLP_DW), .comb_DataOut(DATA_OUT_TLP_DW_COMB), .Full(DFull), .Empty(DEmpty));
always@(posedge clk or negedge rst)
begin
    if(!rst)
    begin
        HEADER_DATA_OUT_REG <= 0;
    end
    else
    begin
        HEADER_DATA_OUT_REG <= HEADER_DATA_OUT;
    end
end
always@(*)
begin
    HWrEn = 0; HRdEn = 0;
    DWrEn = 0; DRdEn = 0;
    HDataIn = 0;
    DDataIn = 0;
    OUT_EMPTY = 0;
    OUT_TLP_DW = 0;
    case(HEADER_DATA)
    0:
    begin
        HWrEn = WrEn;
    end
    1:
    begin
        DWrEn = WrEn;
    end
    endcase
    case(HEADER_DATA_OUT)
    0:
    begin
        HRdEn = RdEn;
    end
    1:
    begin
        DRdEn = RdEn;
    end
    endcase
    case(HEADER_DATA_OUT)
    0:
    begin
        OUT_TLP_DW_COMB = HEADER_OUT_TLP_DW_COMB;
    end
    1:
    begin
        OUT_TLP_DW_COMB = DATA_OUT_TLP_DW_COMB;
    end
    endcase
    case(HEADER_DATA_OUT_REG)
    0:
    begin
        OUT_TLP_DW = HEADER_OUT_TLP_DW;
        OUT_EMPTY = HEmpty;
    end
    1:
    begin
        OUT_TLP_DW = DATA_OUT_TLP_DW;
        OUT_EMPTY = DEmpty;
    end
    endcase
end
endmodule
module FIFO
#(parameter ADDR_WIDTH = 5, parameter DATA_WIDTH = 32)
(
input  logic                    clk, 
input  logic                    rst,
input  logic                    WrEn, 
input  logic                    RdEn,
input  logic [DATA_WIDTH-1:0]   DataIn,
output logic [DATA_WIDTH-1:0]   DataOut,
output logic [DATA_WIDTH-1:0]   comb_DataOut,
output logic                    Full, 
output logic                    Empty,
output logic                    AlmostEmpty,
output logic                    AlmostFull
);
reg [ADDR_WIDTH-1:0]    WrCounter, RdCounter;
reg [ADDR_WIDTH-1:0]    NextWrCounter, NextRdCounter;
reg                     NextFull, NextEmpty;
wire [ADDR_WIDTH-2:0] WrAddr = WrCounter[ADDR_WIDTH-2:0];
wire [ADDR_WIDTH-2:0] RdAddr = RdCounter[ADDR_WIDTH-2:0];
reg [DATA_WIDTH-1:0] mem [2**(ADDR_WIDTH-1)];
always@(posedge clk or negedge rst)
begin
    if(!rst)
    begin
        WrCounter<=0;
    end
    else
    begin
        if(WrEn && !Full)
        begin
            mem[WrAddr] <= DataIn;
        end
        WrCounter <= NextWrCounter;
    end
end
always@(posedge clk or negedge rst)
begin
    if(!rst)
    begin
        RdCounter<=0;
    end
    else
    begin
        if(RdEn && !Empty)
        begin
            DataOut <= mem[RdAddr]; 
        end
        RdCounter <= NextRdCounter;
    end
end
always@(posedge clk or negedge rst)
begin
    if(!rst)
    begin
        Full<=0;
        Empty<=1;
        AlmostFull<=0;
        AlmostEmpty<=0;
    end
    else
    begin
        Full  <= NextFull;
        Empty <= NextEmpty;
        AlmostFull <=  ((NextWrCounter[ADDR_WIDTH-1] != NextRdCounter[ADDR_WIDTH-1]) && ((NextRdCounter[ADDR_WIDTH-2:0] - NextWrCounter[ADDR_WIDTH-2:0]) == 1'b1));
        AlmostEmpty <= ((NextWrCounter[ADDR_WIDTH-1] == NextRdCounter[ADDR_WIDTH-1]) && ((NextWrCounter[ADDR_WIDTH-2:0] - NextRdCounter[ADDR_WIDTH-2:0]) == 1'b1));
    end
end
always@(*)
begin
    if(WrEn && !Full)
        NextWrCounter = WrCounter + 1;
    else
        NextWrCounter = WrCounter;
end
always@(*)
begin
    if(RdEn && !Empty)
        NextRdCounter = RdCounter + 1;
    else
        NextRdCounter = RdCounter;
end
always@(*)
begin
    comb_DataOut = mem[RdAddr];
end
always@(*)
begin
    NextFull  = (NextWrCounter[ADDR_WIDTH-1] == ~NextRdCounter[ADDR_WIDTH-1]) && (NextWrCounter[ADDR_WIDTH-2:0] == NextRdCounter[ADDR_WIDTH-2:0]);
    NextEmpty = (NextWrCounter[ADDR_WIDTH-1:0] == NextRdCounter[ADDR_WIDTH-1:0]);
end
endmodule
module PNPC_BUFF  
#(parameter DATA_WIDTH = 32)
(
input   logic                       clk,
input   logic                       rst,
input   logic                       HEADER_DATA,  
input   logic [1:0]                 P_NP_CPL,  
input   logic [DATA_WIDTH-1:0]      IN_TLP_DW,
input   logic                       WR_EN,
input   logic                       RD_EN,
input   logic                       TLP_START_BIT_IN,
input   logic                       TLP_END_BIT_IN, 
output  wire                        EMPTY,
output  logic                       OUT_EMPTY,
output  logic [DATA_WIDTH-1:0]      OUT_TLP_DW,      
output  logic [DATA_WIDTH-1:0]      OUT_TLP_DW_COMB,
output  logic                       TLP_START_BIT_OUT_COMB,
output  logic                       TLP_END_BIT_OUT_COMB
);
logic           HEADER_DATA_OUT;
logic [1:0]     P_NP_CPL_OUT;
logic           TLP_START, TLP_END;
logic           HEADER_DATA_OUT_REG;
logic [1:0]     P_NP_CPL_OUT_REG;
logic           TLP_START_REG, TLP_END_REG;
localparam [1:0] POSTED = 2'b00,
                 NONPOSTED = 2'b01,
                 CPL = 2'b11;
reg PWrEn, NPWrEn, CPLWrEn;
reg PRdEn, NPRdEn, CPLRdEn;
reg  [DATA_WIDTH-1:0] POSTED_OUT_TLP_DW;
reg  [DATA_WIDTH-1:0] NONPOSTED_OUT_TLP_DW;
reg  [DATA_WIDTH-1:0] CPL_OUT_TLP_DW;
reg  [DATA_WIDTH-1:0] POSTED_OUT_TLP_DW_COMB;
reg  [DATA_WIDTH-1:0] NONPOSTED_OUT_TLP_DW_COMB;
reg  [DATA_WIDTH-1:0] CPL_OUT_TLP_DW_COMB;
wire                  SEQUENCE_LOGGER_EMPTY;
reg                   POSTED_OUT_EMPTY;
reg                   NONPOSTED_OUT_EMPTY;
reg                   CPL_OUT_EMPTY;
assign EMPTY = SEQUENCE_LOGGER_EMPTY;
FIFO #(.ADDR_WIDTH(7), .DATA_WIDTH(5)) SEQUENCE_LOGGER
(
.clk(clk), 
.rst(rst), 
.WrEn(WR_EN), 
.RdEn(RD_EN), 
.DataIn({P_NP_CPL, HEADER_DATA, TLP_START_BIT_IN, TLP_END_BIT_IN}), 
.DataOut({P_NP_CPL_OUT_REG, HEADER_DATA_OUT_REG, TLP_START_REG, TLP_END_REG}), 
.comb_DataOut({P_NP_CPL_OUT, HEADER_DATA_OUT, TLP_START_BIT_OUT_COMB, TLP_END_BIT_OUT_COMB}), 
.Empty(SEQUENCE_LOGGER_EMPTY) 
);
DUE_BUFFER #(.DATA_WIDTH(DATA_WIDTH)) POSTED_BUFF     
(
.clk(clk), 
.rst(rst), 
.WrEn(PWrEn),   
.RdEn(PRdEn),   
.HEADER_DATA(HEADER_DATA), 
.HEADER_DATA_OUT(HEADER_DATA_OUT),
.IN_TLP_DW(IN_TLP_DW), 
.OUT_EMPTY(POSTED_OUT_EMPTY),
.OUT_TLP_DW(POSTED_OUT_TLP_DW),
.OUT_TLP_DW_COMB(POSTED_OUT_TLP_DW_COMB)
);
DUE_BUFFER #(.DATA_WIDTH(DATA_WIDTH)) NON_POSTED_BUFF 
(
.clk(clk), 
.rst(rst), 
.WrEn(NPWrEn),  
.RdEn(NPRdEn),
.HEADER_DATA(HEADER_DATA),
.HEADER_DATA_OUT(HEADER_DATA_OUT),
.IN_TLP_DW(IN_TLP_DW), 
.OUT_EMPTY(NONPOSTED_OUT_EMPTY),
.OUT_TLP_DW(NONPOSTED_OUT_TLP_DW),
.OUT_TLP_DW_COMB(NONPOSTED_OUT_TLP_DW_COMB)
);
DUE_BUFFER #(.DATA_WIDTH(DATA_WIDTH)) CPL_BUFF        
(
.clk(clk),
.rst(rst), 
.WrEn(CPLWrEn), 
.RdEn(CPLRdEn), 
.HEADER_DATA(HEADER_DATA), 
.HEADER_DATA_OUT(HEADER_DATA_OUT),
.IN_TLP_DW(IN_TLP_DW), 
.OUT_EMPTY(CPL_OUT_EMPTY),
.OUT_TLP_DW(CPL_OUT_TLP_DW),
.OUT_TLP_DW_COMB(CPL_OUT_TLP_DW_COMB)
);
always@(*)
begin
    PWrEn = 0; NPWrEn = 0; CPLWrEn = 0;
    PRdEn = 0; NPRdEn = 0; CPLRdEn = 0;
    case(P_NP_CPL)
        POSTED:
        begin
            PWrEn = WR_EN;
        end
        NONPOSTED:
        begin
            NPWrEn = WR_EN;
        end
        CPL:
        begin
            CPLWrEn = WR_EN;
        end
    endcase
    case(P_NP_CPL_OUT)
        POSTED:
        begin
            PRdEn = RD_EN && !SEQUENCE_LOGGER_EMPTY;
        end
        NONPOSTED:
        begin
            NPRdEn = RD_EN && !SEQUENCE_LOGGER_EMPTY;
        end
        CPL:
        begin
            CPLRdEn = RD_EN && !SEQUENCE_LOGGER_EMPTY;
        end
    endcase
    case(P_NP_CPL_OUT)
        POSTED:
        begin
            OUT_TLP_DW_COMB = POSTED_OUT_TLP_DW_COMB;
        end
        NONPOSTED:
        begin
            OUT_TLP_DW_COMB = NONPOSTED_OUT_TLP_DW_COMB;
        end
        CPL:
        begin
            OUT_TLP_DW_COMB = CPL_OUT_TLP_DW_COMB;
        end
    endcase
     case(P_NP_CPL_OUT_REG)
        POSTED:
        begin
            OUT_TLP_DW = POSTED_OUT_TLP_DW;   
            OUT_EMPTY = POSTED_OUT_EMPTY;
        end
        NONPOSTED:
        begin
            OUT_TLP_DW = NONPOSTED_OUT_TLP_DW;   
            OUT_EMPTY = NONPOSTED_OUT_EMPTY;
        end
        CPL:
        begin
            OUT_TLP_DW = CPL_OUT_TLP_DW;   
            OUT_EMPTY = CPL_OUT_EMPTY;
        end
        default:
        begin
            OUT_TLP_DW = 0;
            OUT_EMPTY = 0;
        end
    endcase
end
endmodule
==> out/metrics.cfg <==
[outcome]
outcome = completed

[pwr]
pwr_density_cell_nw_per_um2 = 230.3
vdd_drop_max_mv = 0.2062
sequentialPowerShare_pct = 38.9
power_report.internal_total_mw = 22.91
netSwitchingPower_mw = 13.41
power_leakage_nw = 50.58
power.share.combinational_pct = 32.6
power_frac_clock_pct = 28.5
sw_frac_of_total_pct = 36.92

[detailed_routing]
wl_per_cell_um = 35.56
dr_total_vias = 79350
drt-pass1-iter-count = 9
post-route-drc-count = 0
routed_via_density = 6.376
drtAntennaViolNets = 0
detailedRoute.firstIterationViolations = 6763
totalWireLength_um = 442600

[placement]
routabilityCongestion = 0.9675
hpwl_um = 255800
io_buffer_count = 108
placed_area_um2 = 145600
pre_cts_slack_ns = 6.454

[final_timing]
slew_violations = 0
count_of_endpoints_without_a_timing_constraint = 64
hold_viol_final = 0
period_needed_ns = 7.769
tns_ns = 0
slew_headroom_pct = 25.19
report.final.setup_viol = 0
clock.fmax_ghz = 0.1287
rsz0062_at_grt = no
fin_ws_ns = 5.531
final.period_utilization_pct = 58.41
count_of_unclocked_register_or_latch_pins = 32
worst_clock_skew_ns = 0.06191
slew_of_the_pin_with_the_lowest_slew_margin_ns = 1.108

[finish]
layout-drive-gt1-share_pct = 12.45
stdcell_area_um2 = 157700
flow.area_growth_from_synthesis_pct = 13.67
fillCellCount = 20310

[logic_synthesis]
yosys.cell_types.count = 87
synth-seq-cells = 3707
post_synth_main_area_contributors = sky130_fd_sc_hd__edfxtp_1 78%, sky130_fd_sc_hd__a22oi_1 4.4%, sky130_fd_sc_hd__dfrtp_1 1.5%
syn_area_per_cell_um2 = 17.06
synth-cells-yosys = 8130
post-synth-top-area-fraction_pct = 77.63
top_area_cell = sky130_fd_sc_hd__edfxtp_1
most_common_cell = sky130_fd_sc_hd__edfxtp_1
post_synth_most_frequent_cells = 3586 x sky130_fd_sc_hd__edfxtp_1, 816 x sky130_fd_sc_hd__a22oi_1, 527 x sky130_fd_sc_hd__nor2_1, 442 x sky130_fd_sc_hd__clkbuf_1, 373 x sky130_fd_sc_hd__nand3_1
synth.yosys.warnings = 6
post_synth_inst_count = 8130
enable_flop_cells = 3586
syn-cell-area_um2 = 138700
ys.flop_type = sky130_fd_sc_hd__edfxtp_1
async_reset_ff_share_pct = 2.401
synth.yosys.chip_area_um2 = 138700

[clocking]
hold_buffers = 0
clk_pin_slew_worst_setup_hold_paths_ns = 0.06
tritoncts = done
cts_setup_buffers = 0
post_cts_resized = 0
htreeDepth = 5
cts_max_path_buffers = 4
tritoncts.num_buffers = 376
clk_root_buffer_cell = sky130_fd_sc_hd__clkbuf_16
clock_latency_ns = 0.96

[worst_setup_path]
r2r_setup_slack_ns = 7.31
worst_setup_path_end_kind = primary output
r2r_cells = 13
critical_path_required_ns = 10.64
worst_r2r_endpoint = CPL_BUFF.Header.DataOut[23]
crit_path_max_fanout = 41
startpoint_of_the_worst_register_to_register_path = SEQUENCE_LOGGER.RdCounter[3]
timing.setup.critical_path_class = flip-flop to primary output
worst_setup_path_start_kind = flip-flop
critPathArrivalTime_ns = 5.11

[floorplan]
die_h_um = 528.7
chip_footprint_um2 = 279500
design.core.area_um2 = 276300
io-pin-count = 109
initCoreUtil_pct = 50.21
die_w_um = 528.7
placementRows = 193

[min_path]
worst_hold_startpoint = NON_POSTED_BUFF.Data.RdCounter[4]
holdPathEnd = NON_POSTED_BUFF.Data.RdCounter[4]
number_of_stages_on_the_worst_hold_path = 1
worst_hold_path_type = flip-flop to flip-flop

[global_route]
global_route.usage.total_pct = 35.68
global_route.overflow_total = 0
grt_start_max_net_pins = 68
grt_pass1_vias = 82218
antenna_found_initial = 16
grt_pass1_wl_um = 616800

[flow_run]
drv_cap = 0
warnings = 68

==> worst max-delay path by stage <==
stage / slack, ns / end / depth (start not counted) / startpoint
after CTS: 5.45 / TLP_START_BIT_OUT_COMB / 11 / SEQUENCE_LOGGER.RdCounter[3]
after global routing: 5.33 / TLP_START_BIT_OUT_COMB / 11 / SEQUENCE_LOGGER.RdCounter[3]
final: 5.53 / TLP_START_BIT_OUT_COMB / 11 / SEQUENCE_LOGGER.RdCounter[3]
==> worst max-delay path: stages (launching register included) <==
cell	delay (ns)
sky130_fd_sc_hd__dfrtp_2	0.70
sky130_fd_sc_hd__buf_4	0.56
sky130_fd_sc_hd__nor2b_1	0.23
sky130_fd_sc_hd__buf_4	0.25
sky130_fd_sc_hd__and2_1	0.16
sky130_fd_sc_hd__a32oi_1	0.23
sky130_fd_sc_hd__nand2_1	0.08
sky130_fd_sc_hd__nor3_1	0.64
sky130_fd_sc_hd__o21ai_0	0.27
sky130_fd_sc_hd__a21oi_1	0.19
sky130_fd_sc_hd__a41oi_1	0.31
sky130_fd_sc_hd__clkdlybuf4s50_1	0.50
==> power groups by stage <==
stage	logic, mW	clock network (mW)	registers [mW]
4_1_cts	11.7	10.5	14.1
5_1_grt	12.4	10.9	14.2
6_report	11.8	10.4	14.1
==> kinds of logic (layout without fill, tap and decap cells) <==
family                     Yosys count  count (layout)  synth area share, %
DFF                               3675            3675                79.24
AOI/OAI and AO/OA                 1897            1897                10.56
and+or+nand+nor                   1607            1607                5.702
buffers and inverters              597            1198                1.690
muxes                              164             164                1.206
xor gates and xnor gates           102             102               0.7459
adders and majority gates           56              56               0.5051
latches                             32              32               0.3464
other                                0              10                    0
==> area by class of cell <==
cell class,instances,area (µm²),area share [%]
timing repair buffer,452,3560,2.258
sequential,3707,110400,70.02
inverter,56,211.5,0.1341
multi-input combinational,3826,26740,16.96
tap,3705,4636,2.940
clock buffer,446,9788,6.208
clock inverter,244,2318,1.470
antenna,10,25.02,0.01587
==> cell usage in the layout, fill, tap and decap left out, drive strengths merged, types with 12 or more instances in the layout <==
cell type and count:
edfxtp 3586, a22oi 816, nor2 527, clkbuf 446, buf 382, nand3 373, a22o 216, a221oi 214
a21oi 210, nand2 199, clkinv 185, nand4 153, a222oi 149, mux2i 142, and2 96, and3 84
dfrtp 82, clkdlybuf4s50 70, o21ai 70, inv 65, xnor2 62, ha 56, nor3 46, a211oi 45
a41oi 39, bufinv 35, o22a 34, dlxtn 32, xor2 30, nor2b 30, nand2b 22, mux2 22
a211o 21, a32oi 20, and3b 17, nor3b 17, clkinvlp 15, a31oi 12
==> stage by stage <==
step / total power [mW] / utilization, % / hold slack (ns) / cells
6_report: 36.32 / 57.08 / 0.4754 / 12446
5_1_grt: 37.46 / 57.07 / 0.4821 / 12438
4_1_cts: 36.27 / 57.07 / 0.4759 / 12436
3_5_place_dp: 25.99 / 52.69 / 0.4597 / 11746
3_3_place_gp: 25.94 / 52.69 / 0.4565 / 11746
2_1_floorplan: 19.66 / - / 0.4434 / 8130
==> state kept, by name, summed over array words and instances, names as in the netlist, 320 cells and up <==
signal / flops
NON_POSTED_BUFF.Data.mem: 512
CPL_BUFF.Data.mem: 512
NON_POSTED_BUFF.Header.mem: 512
SEQUENCE_LOGGER.mem: 320
POSTED_BUFF.Data.mem: 512
POSTED_BUFF.Header.mem: 512
CPL_BUFF.Header.mem: 512
==> metal layers <==
metal	routed length [µm]	share of wire (%)	global-route usage, %	vias up
met5	583	0.13	1.403	-
met4	23930	5.4	14.23	30
met3	76510	17	26.33	821
met2	203300	46	49.96	5688
met1	138300	31	43.89	39032
li1	-	-	-	33779
Power and IR drop assume default switching activity.
